==> /design/flow/design.v <==
module register_file_2r_1w
#(
    parameter ADDR_WIDTH    = 5,  
    parameter DATA_WIDTH    = 32
)
(
    input  logic         clk,
    input  logic         rst_n,
    input  logic [ADDR_WIDTH-1:0]  raddr_a_i,
    output logic [DATA_WIDTH-1:0]  rdata_a_o,
    input  logic [ADDR_WIDTH-1:0]  raddr_b_i,
    output logic [DATA_WIDTH-1:0]  rdata_b_o,
    input logic [ADDR_WIDTH-1:0]   waddr_c_i,
    input logic [DATA_WIDTH-1:0]   wdata_c_i,
    input logic                    we_c_i
);
  localparam    NUM_WORDS = 2**ADDR_WIDTH;
  logic [NUM_WORDS-1:0][DATA_WIDTH-1:0] rf_reg;
  logic [NUM_WORDS-1:0]                 we_c_dec;
  always_comb begin : we_c_decoder
    for (int i=0; i<NUM_WORDS; i++) begin
      if (waddr_c_i == i)
        we_c_dec[i] <= we_c_i;
      else
        we_c_dec[i] <= 1'b0;
    end
  end
  genvar i;
  generate 
   for (i=0; i<NUM_WORDS; i++) begin : rf_gen
      always_ff @(posedge clk or negedge rst_n) begin : register_write_behavioral
         if (rst_n==1'b0) begin
            rf_reg[i] <= 'b0;
         end else begin
            if(we_c_dec[i])
              rf_reg[i] <= wdata_c_i;
            else
              rf_reg[i] <= rf_reg[i];
         end
      end
    end 
  endgenerate
  always_comb begin : register_read_a_behavioral
    rdata_a_o <= rf_reg[raddr_a_i];
  end
  always_comb begin : register_read_b_behavioral
    rdata_b_o <= rf_reg[raddr_b_i];
  end
endmodule
==> /design/flow/run.sh <==
#!/bin/bash
# OpenROAD 26Q1-2900-gdf79404cd8, Yosys 0.63+post, stock flow scripts
make -C /OpenROAD-flow-scripts/flow DESIGN_CONFIG=/design/flow/config.mk WORK_HOME=/design/flow/orfs finish
==> /design/flow/config.mk <==
export PLATFORM = sky130hd
export DESIGN_NAME = register_file_2r_1w
export DESIGN_NICKNAME = register_file_2r_1w
export VERILOG_FILES = /design/flow/design.v
export SDC_FILE = /design/flow/constraint.sdc
export NUM_CORES = 4
export LEC_CHECK = 1
export CORE_UTILIZATION = 30
==> /design/flow/constraint.sdc <==
current_design register_file_2r_1w

set clk_period 6.1
set clk_io_pct 0.2

create_clock -name clk0 -period $clk_period [get_ports {clk}]

set non_clock_inputs [all_inputs -no_clocks]
set_input_delay [expr $clk_period * $clk_io_pct] -clock clk0 $non_clock_inputs
set_output_delay [expr $clk_period * $clk_io_pct] -clock clk0 [all_outputs]
==> run summary <==
yosys + openroad results -> Critical Path AT=4.34 ns, clk root buf=clkbuf_16, EDFF count, synth=0, I/O pins=114, TritonCTS clock tree=done, layout cells sized above 1=30.3%, leakage dissipation=29.2 nW, main flop type=dfrtp_1, Synth area leaders=dfrtp_1 46%, mux2_2 20%, mux2i_1 18%, a22oi_1 2.6%, a22o_1 2.0%, reg2reg path depth=1, largest net degree at the start of global routing=115, Syn Inst Count=4610, Detailed Place HPWL=about 110000 µm, max-cap violations=0, clk latency of the worst-skew pair=0.71 ns, Mapped Area=0.0557 mm², CP peak stage delay=0.73 ns, Final min period=5.56 ns, Floorplan Utilization=30.3%, mux frac, synth=between 30% and 40%, NetSw=approximately 0.0056 W, Worst-path clk slew=0.06 ns, top cells by count=1024 x dfrtp_1, 1024 x mux2i_1, 1008 x mux2_2, Ys Warns=1, cycle use final=91.2%, unrepaired setup endpoints after global routing=no, Slew headroom=36.0%, FILL cells=17737, number of DRC markers in iteration 0=~2700, internal power=0.0140 W, Worst-Margin Slew=0.956 ns, count of final setup violators=0, initial antenna violation count=7, Yosys Chip Area=around 0.056 mm², crit end category=output pin, clock network fraction of total power=~34%, WL final=182000 µm, number of buffers added on ports=113, Total Power=0.0196 W, Simple Share, Synth=under 10%, die height=433 µm, remaining routing DRC violations=0, DR WL/cell=25.6 µm, FF+latch count, synth=slightly above 1000, Setup crit start kind=primary input, number of global-route vias before repair=39760, R2R Setup Slk=5.30 ns, Power Dens Cells=about 310 mW/mm², Critical Path RT=4.88 ns, global route overflow=0, Max Fanout on Critical Path=18, WP buf/inv=4, Top Family by Delay on Critical Path=buffers and inverters, Layout Area Growth over Synthesis=14.4%, Flop pwr share=46.1%, Final Hold Viols=0, Total GRT Usage=20.0%, worst setup margin=0.536 ns, first-pass GRT wire length=between 200000 and 300000 µm, Synth Area per Inst=12.1 µm², switching part of the total=around 29%, async set-or-reset flop fraction in the synthesized netlist=100%, core area=0.184 mm², DR vias=39242, Synth top area share=~46%, fmax=between 150 and 200 MHz, slowest CP cell=nor2b_4, hold_buf cts=0, clock buffer depth=3, Largest register FFs=1024, DR pass1 iterations=7, Die Area=0.187 mm², worst vdd ir=roughly 0.00027 V, Comb power frac=20.2%, reg-to-reg startpoint=rf_reg[614], Post-DRT Antenna Nets=0, TritonCTS Buffers=104, worst path cell trace=clkdlybuf4s50_1, nor2b_4, buf_4, buf_4, a22o_1, nor3_1, a31oi_1, nand3_1, clkdlybuf4s50_1, skew final=0 ns, # rows=157, die x size=about 430 µm, Logic family by area=multiplexers, yosys aoi share=approximately 7.0%, ys cells=4610, tool warnings=36, status=complete, no violations, CTS resizes=0, area leader, netlist=dfrtp_1, Setup Crit Path Kind=primary input to output pin, Max Slew Vio Count=0, post-CTS setup repair buffer count=0, TNS Setup=0 ns, Adder Area Share=0%, Hold/Removal Path Class=primary input to asynchronous set/reset pin, pre-CTS setup slack=0.466 ns, H-tree Lvls=3, Netlist cell types=27, post-synthesis sequential area ratio=46.0%, Core Util, Final=34.7%, vias per cell=5.52, xor/xnor share=0%, R2R Path End=rf_reg[614], clk sinks=roughly 1000, Placer Congestion=0.867
layer usage:
metal | wire, µm | global-route usage [%] | up-vias
met3 | 15000 | 5.89 | 338
met1 | 79500 | 28.9 | 20581
li1 | - | - | 16998
met4 | 5780 | 5.14 | 0
met2 | 81800 | 29.8 | 1325
met5 | 0 | 0 | -
kinds of logic after synthesis:
kind of cell / after synthesis
multiplexers: 2048
buffers and inverters: 450
AND-OR/OR-AND: 576
flip-flops: 1024
AND/OR/NAND/NOR: 512
cell usage in the layout (no fill, tap or decap), types with 2 or more instances in the layout:
cell type and n:
buf_12 53, and2_4 2, nand2b_1 3, nand4b_1 3, nand2b_2 4, nand2_2 14
a31oi_1 64, clkdlybuf4s50_1 110, clkbuf_1 27, nor2_4 14, nor2b_4 5, nand3_1 192
a22o_1 128, clkbuf_8 27, clkbuf_16 109, a22oi_1 192, mux2_1 16, or2_2 2
inv_6 2, bufinv_16 5, a21oi_1 192, mux2_2 1008, buf_4 130, nor3_1 66
nor4_4 2, nor2b_1 2, nand2_1 194, dfrtp_1 1024, nor3b_2 2, buf_8 3
mux2i_1 1024, clkinv_2 23, nor3_4 4
power by group through the flow:
stage	clock network [W]	logic (W)	registers (W)
after global routing	0.00700	0.00431	0.00925
final	0.00661	0.00396	0.00905
after CTS	0.00674	0.00398	0.00904
through the flow:
| step | instance area (µm²) | hold WS, ns | cells |
|---|---|---|---|
| finish | 63700 | 0.451 | 7115 |
| floorplan | 55700 | 0.479 | 4610 |
| detailed placement | 60200 | 0.503 | 6920 |
| CTS | 63700 | 0.436 | 7114 |
| global route | 63700 | 0.464 | 7115 |
| global placement | 60200 | 0.490 | 6920 |
how the worst max path moves through the flow:
stage	from	endpoint	slack [ns]	cells after the start
CTS	raddr_b_i[0]	rdata_b_o[1]	0.48	9
finish	raddr_b_i[2]	rdata_b_o[1]	0.54	9
global route	raddr_b_i[0]	rdata_b_o[28]	0.45	9
cell type report:
cell class                 count  area, µm²  area share, %
antenna                        1       2.50        0.00393
sequential                  1024      25600           40.2
multi-input combinational   3136      28300           44.4
clock buffer                 163       3200           5.02
timing repair buffer         296       3180           5.00
clock inverter                31        290          0.456
tap                         2464       3080           4.84
No activity file was given, so power comes from the tool's default toggle rates.
