==> flow/run.sh <==
#!/bin/bash
# OpenROAD 26Q1-2900-gdf79404cd8, Yosys 0.63+post, stock flow scripts
make -C /OpenROAD-flow-scripts/flow DESIGN_CONFIG=/design/flow/config.mk WORK_HOME=/design/flow/orfs finish
==> flow/config.mk <==
export PLATFORM = sky130hd
export DESIGN_NAME = trafficlight
export DESIGN_NICKNAME = trafficlight
export VERILOG_FILES = /design/flow/design.v
export SDC_FILE = /design/flow/constraint.sdc
export NUM_CORES = 4
export LEC_CHECK = 1
export CORE_UTILIZATION = 30
==> flow/constraint.sdc <==
current_design trafficlight

set clk_period 5.1
set clk_io_pct 0.2

create_clock -name clk0 -period $clk_period [get_ports {clk}]

set non_clock_inputs [all_inputs -no_clocks]
set_input_delay [expr $clk_period * $clk_io_pct] -clock clk0 $non_clock_inputs
set_output_delay [expr $clk_period * $clk_io_pct] -clock clk0 [all_outputs]
==> flow/design.v <==
module trafficlight(
                    input logic clk,
                    input logic rstn,
                    input logic Ta,
                    input logic Tb,
                    output logic LaY,
                    output logic LaR,
                    output logic LaG,
                    output logic LbY,
                    output logic LbR,
                    output logic LbG
                    );
   typedef enum logic [1:0] {
                             academic,
                             a2b,
                             bravado,
                             b2a} state_t;
   state_t state_d, state_q;
   logic        fivesec;
   always_ff @(posedge clk or negedge rstn) begin
      if(!rstn) begin
         state_q <= academic;
      end else begin
         state_q <= state_d;
      end
   end
   assign LaR = !(LaY ^ LaG);
   assign LbR = !(LbY ^ LbG);
   always_comb begin
      state_d = state_q;
      LaY = 0; 
      LaG = 1; 
      LbY = 0; 
      LbG = 0;
      case(state_q)
        academic: begin
           LaY = 0; 
           LaG = 1; 
           LbY = 0; 
           LbG = 0;
           if(!Ta & fivesec) begin
              state_d = a2b;
           end
        end
        a2b: begin
           LaY = 1; 
           LaG = 0; 
           LbY = 0; 
           LbG = 0;
           if(fivesec) begin
              state_d = bravado;
           end
        end
        bravado: begin
            LaY = 0; 
            LaG = 0; 
            LbY = 0; 
            LbG = 1;
            if(!Tb & fivesec) begin
               state_d = b2a;
            end
        end
        b2a: begin
            LaY = 0; 
            LaG = 0; 
            LbY = 1; 
            LbG = 0;
           if(fivesec) begin
              state_d = academic;
           end
        end
      endcase  
   end  
   logic [31:0] count_d, count_q;
   always_ff @(posedge clk or negedge rstn) begin
      if(!rstn) begin
         count_q <= '0;
      end else begin
         count_q <= count_d;
      end
   end
   always_comb begin
      fivesec = '0;
      count_d = count_q +1;
      if(count_d==2500) begin
         count_d = '0;
         fivesec = 1'b1;
      end
   end
endmodule  
==> qor.txt <==
Final setup violation count = 0
Rows = 30
initial antenna violation count = 0
OpenROAD warnings = 25
routability congestion estimate = 0.828
yosys cell count = 220
Worst Path Arrival = 3.65 ns
Period minus WS final = 3.47 ns
port buffer count = 9
CTS tree = built
Antenna Cells = 0
GR Util All Layers = 13.3%
Die Area = 0.00730 mm^2
Core Area = 0.00676 mm^2
post-CTS setup buffer count = 0
Max Clock Skew = 0.00586 ns
status = finished clean
GRT overflow = 0
1st-iter DRT viols = 139
Num CTS Buffers = 5
vias in the first global route = 1521
Post-synth seq share = 43.2%
Post-synth regs = 36
slowest cell on the critical path = or4_1
Setup crit end kind = flip-flop
total power = 0.540 mW
maxcap violations = 0
share of layout cells above drive strength 1 = 11.1%
EDFF count, synth = 0
yosys warning tally = 1
worst-path cell chain = nand3_1 > or4_1 > nor4_1 > a2bb2oi_1 > nand4b_1 > nor3_2 > mux2_2
Max-slew headroom = 52.6%
Syn Inst Count = 220
clk ins delay skew pair = 0.29 ns
Post-synth ARST share = 100%
Final Slew Violations = 0
chip width = 85.4 um
CTS clk-pin slew, worst paths = 0.08 ns
top cell type's share of synthesized area = 41.9%
Distinct cells, synth = 48
Die Ht = 85.4 um
Startpoint Class = flip-flop
RSZ-0062 raised after global routing = false
Boundary Pins = 10
hold buffers post-CTS = 0
DP Area = 0.00222 mm^2
Max VDD drop = 0.108 mV
DRT Pass-1 Iters = 4
top cells, area = dfrtp_1 42%, xnor2_1 9.2%, xor2_1 4.6%
largest net degree at the start of global routing = 37
via/cell ratio = 5.38
Synth top cell by count = dfrtp_1
final design utilization = 34.5%
pwr dens = 232 mW/mm^2
Worst Path Required = 5.28 ns
WS Path Type = flip-flop to flip-flop
post-synth top area cell = dfrtp_1
Post-synth top flop = dfrtp_1
final WL = 4280 um
initial cell density of the core = 30.9%
Fin Setup TNS = 0 ns
top cells by count = 35 x dfrtp_1, 22 x xnor2_1, 17 x nand2_1, 17 x nor2_1, 13 x nand4_1
Root Buffer Master = clkbuf_8
HPWL Detailed = 3120 um
Mapped Area = 0.00209 mm^2
Remaining DRCs = 0
final hold vios = 0
# H-tree levels = 2
post-DR wirelength/cell = 14.0 um
Clock Tree Buf Depth = 2
Post-CTS Resized = 0
Mean Syn Cell Area = 9.49 um^2
Peak Freq = 288 MHz
Max Fanout on Critical Path = 11
global-route wire length before repair = 7600 um
DR vias = 1640
area grow syn2layout = 11.7%
DRT antenna net count = 0
Hold/Removal Path Class = flip-flop to flip-flop
count of clock tree sinks = 36
crit share post-route = 68.1%
Leak = 0.908 nW
synthesis area per yosys = 0.00209 mm^2
Least-Margin Pin Slew = 0.708 ns
final instance area = 0.00233 mm^2
max incr delay on CP = 0.70 ns
## layout by cell type, fill, tap and decap left out, types with 3 or more instances in the layout
cell,instances
nor2_1,17
nand3_1,12
nand4_1,13
xor2_1,11
nor2b_1,3
nor4_1,10
and3_1,3
nor3_1,10
or2_2,4
or3_1,3
nand2_1,17
clkdlybuf4s50_1,8
xnor2_1,22
dfrtp_1,35
clkbuf_8,5
or4_1,5
inv_1,5
## area by class of cell
type | count | area, um^2
clock buffer | 5 | 68.8
multi-input combinational | 165 | 1100
timing repair buffer | 11 | 100
inverter | 5 | 18.8
clock inverter | 3 | 42.5
sequential | 36 | 902
tap | 80 | 100
fill | 685 | 4420
## sequential cells by signal, indices dropped and copies added (netlist names)
| name | count |
|---|---|
| state_q | 4 |
| count_q | 32 |
## stage by stage
stage / hold WS [ns] / cells / setup slack [ns]
floorplan: 0.458 / 220 / 2.26
global placement: 0.478 / 297 / 1.65
detailed placement: 0.495 / 297 / 1.63
CTS: 0.505 / 305 / 1.62
global route: 0.532 / 305 / 1.41
finish: 0.507 / 305 / 1.63
## routing by layer
metal	wire length (um)	vias up	GRT usage, %
met5	0	-	0
met4	18	0	1.21
met3	136	2	2.07
met2	1910	28	18.7
met1	2210	812	23.0
li1	-	798	-
## cell families (layout without fill, tap and decap cells)
group | count (synthesis) | count (layout) | synth area share (%)
multiplexers | 4 | 4 | 2.10
AND-OR/OR-AND | 17 | 17 | 7.13
adder cells (fa/ha/maj) | 1 | 1 | 0.599
XOR/XNOR | 33 | 33 | 13.8
flip-flops | 36 | 36 | 43.2
AND/OR/NAND/NOR | 110 | 110 | 29.1
buffers and inverters | 19 | 24 | 4.07
## critical path, delay by kind of cell (launching register included)
family          cells  cell delay [ns]
simple gates        5             2.20
flops               1             0.48
compound gates      1             0.28
mux                 1             0.40
## power breakdown
part / internal [mW] / total (mW) / leakage [nW] / switching, mW
Clock: 0.145 / 0.247 / 0.0541 / 0.102
Sequential: 0.285 / 0.285 / 0.490 / 0
Combinational: 0.00213 / 0.00804 / 0.364 / 0.00590
Total: 0.432 / 0.540 / 0.908 / 0.108
## worst paths after layout
path                               endpoint        start  slack, ns  depth (start not counted)
worst max-delay path             state_q[3]  count_q[16]       1.63                          7
worst min-delay path             count_q[0]   count_q[0]       0.51                          1
worst max register to register   state_q[3]  count_q[16]       1.63                          7
worst min register to register   count_q[0]   count_q[0]       0.51                          1
max in group asynchronous        state_q[0]         rstn       3.99                          2
min in group asynchronous       count_q[20]         rstn       0.77                          2
Power is estimated from default activity; no workload was simulated.
